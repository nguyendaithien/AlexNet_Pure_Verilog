<file path="flow/run.sh">
#!/bin/bash
# OpenROAD 26Q1-2900-gdf79404cd8, Yosys 0.63+post, stock flow scripts
make -C /OpenROAD-flow-scripts/flow DESIGN_CONFIG=/design/flow/config.mk WORK_HOME=/design/flow/orfs finish
</file>
<file path="flow/config.mk">
export PLATFORM = sky130hd
export DESIGN_NAME = CONTROL
export DESIGN_NICKNAME = CONTROL
export VERILOG_FILES = /design/flow/design.v
export SDC_FILE = /design/flow/constraint.sdc
export NUM_CORES = 4
export LEC_CHECK = 1
export CORE_UTILIZATION = 50
</file>
<file path="flow/constraint.sdc">
current_design CONTROL

set clk_period 3.8
set clk_io_pct 0.2

create_clock -name clk0 -period $clk_period [get_ports {clk1}]
create_clock -name clk1 -period $clk_period [get_ports {clk2}]

set non_clock_inputs [all_inputs -no_clocks]
set_input_delay [expr $clk_period * $clk_io_pct] -clock clk0 $non_clock_inputs
set_output_delay [expr $clk_period * $clk_io_pct] -clock clk0 [all_outputs]
</file>
<file path="flow/design.v">
module CONTROL #(parameter KERNEL_SIZE = 4, IFM_SIZE = 9, PAD = 2, STRIDE = 2, CI = 3, CO = 4, POOLING = 0)(
  input clk1,
  input clk2,
  input rst_n,
  input start_conv,
  output wgt_read,
  output ifm_read,
  output re_buffer,
  output reg set_ifm,
  output reg rd_clr,
  output reg wr_clr,
  output reg out_valid,
  output reg set_reg,
  output reg end_conv,
  output reg [KERNEL_SIZE-1:0] rd_en,
  output reg [KERNEL_SIZE-1:0] wr_en,
  output reg [KERNEL_SIZE*KERNEL_SIZE-1:0] set_wgt
);
  reg [8:0] cnt_index;
  reg [8:0] cnt_line;
  reg [9:0] cnt_channel;
  reg [9:0] cnt_filter;
  reg [2:0] curr_state;
  reg [2:0] next_state;
  reg end_reg;
  parameter [2:0] 
    IDLE        = 3'b000,
    COMPUTE     = 3'b001,
    END_ROW     = 3'b010,
    END_CHANNEL = 3'b011,
    END_FILTER  = 3'b100,
    END_CONV    = 3'b101;
  always @(posedge clk1 or negedge rst_n)
  begin
    if (!rst_n)
      curr_state <= IDLE;
    else
      curr_state <= next_state;
  end
  always @(start_conv or cnt_index or cnt_line or cnt_channel)
  begin
    case (curr_state)
      IDLE:
      begin
        if (start_conv)
          next_state = COMPUTE;
        else
          next_state = IDLE;
      end
      COMPUTE:
      begin
        if (cnt_index == IFM_SIZE)
        begin
          if (cnt_line < IFM_SIZE)
            next_state = END_ROW;
          else
          begin
            if (cnt_channel < CI)
              next_state = END_CHANNEL;
            else
              next_state = END_FILTER;
          end
        end
        else
          next_state = COMPUTE;
      end
      END_ROW:
        next_state = COMPUTE;
      END_CHANNEL:
        next_state = COMPUTE;
      END_FILTER:
      begin
        if (cnt_filter < CO)
          next_state = COMPUTE;
        else
          next_state = END_CONV;
      end
      END_CONV:
        if (cnt_index > IFM_SIZE-KERNEL_SIZE+2)
          next_state = IDLE;
        else
          next_state = END_CONV;
      default:
        next_state = IDLE;
    endcase
  end
  genvar ii;
  generate
    for (ii = 0; ii < KERNEL_SIZE; ii = ii + 1) begin
      always @(posedge clk1) begin
        rd_en[ii] <= ((|cnt_filter) && ((cnt_line >= (ii+2) && cnt_line <= (IFM_SIZE-KERNEL_SIZE+ii+2) && ((cnt_line-ii-2)%STRIDE == 0)) || (ii == KERNEL_SIZE-1 && cnt_line == 1 && (cnt_filter != 1 || cnt_channel != 1))) && (|cnt_index && cnt_index <= IFM_SIZE-KERNEL_SIZE+1 && ((cnt_index-1)%STRIDE == 0))) ? 1 : 0;
        wr_en[ii] <= ((next_state != END_CONV) && (|cnt_filter) && (cnt_line >= (ii+1) && cnt_line <= (IFM_SIZE-KERNEL_SIZE+ii+1) && ((cnt_line-ii-1)%STRIDE == 0)) && (cnt_index >= KERNEL_SIZE && ((cnt_index-KERNEL_SIZE)%STRIDE == 0)))? 1 : 0;
      end
    end
  endgenerate
  always @(posedge clk1 or negedge rst_n)
  begin
    if (!rst_n)
    begin
      cnt_index   <= 0;
      cnt_line    <= 0;
      cnt_channel <= 0;
      cnt_filter  <= 0;
      set_reg     <= 0;
      set_wgt     <= 0;
      end_reg     <= 0;
      rd_clr      <= 0;
      wr_clr      <= 0;
      set_ifm     <= 0;
    end 
    else
    begin
      case (next_state)
        IDLE:
        begin
          cnt_index   <= 0;
          cnt_line    <= 0;
          cnt_channel <= 0;
          cnt_filter  <= 0;
          set_reg     <= 0;
          set_wgt     <= 0;
          rd_clr      <= 0;
          wr_clr      <= 0;
          set_ifm     <= 0;
          end_reg     <= (cnt_index == IFM_SIZE-KERNEL_SIZE+3) ? 1 : 0;
        end
        COMPUTE:
        begin
          cnt_index   <= cnt_index + 1;
          cnt_line    <= (|cnt_index == 1'b0)? cnt_line + 1:cnt_line;
          cnt_channel <= (|cnt_index == 1'b0 && |cnt_line == 1'b0)? cnt_channel + 1:cnt_channel;
          cnt_filter  <= (|cnt_index == 1'b0 && |cnt_line == 1'b0 && |cnt_channel == 1'b0)? cnt_filter + 1:cnt_filter;
          set_reg     <= 1;
          set_wgt     <= (|cnt_index == 1'b0 && |cnt_line == 1'b0)? 1 : (set_wgt << 1);
          rd_clr      <= 0;
          wr_clr      <= (cnt_index == KERNEL_SIZE)? 1 : 0;
          set_ifm     <= 1;
        end
        END_ROW:
        begin
          cnt_index   <= 0;
          rd_clr      <= 1;
          set_wgt     <= set_wgt << 1;
          set_ifm     <= 0;
        end
        END_CHANNEL:
        begin
          cnt_index   <= 0;
          cnt_line    <= 0;
          rd_clr      <= 1;
          set_ifm     <= 0;
        end
        END_FILTER:
        begin
          cnt_index   <= 0;
          cnt_line    <= 0;
          cnt_channel <= 0;
          rd_clr      <= 1;
          set_ifm     <= 0;
        end
        END_CONV:
        begin
          cnt_index   <= cnt_index + 1;
          cnt_line    <= 1;
          cnt_channel <= 1;
          cnt_filter  <= CO + 1;
          set_reg     <= 0;
          set_wgt     <= 0;
          set_ifm     <= 0;
          rd_clr      <= 0;
        end
        default:
        begin
          cnt_index   <= cnt_index;
          cnt_line    <= cnt_line;
          cnt_channel <= cnt_channel;
          cnt_filter  <= cnt_filter;
          set_reg     <= set_reg;
          set_ifm     <= set_ifm;
          set_wgt     <= set_wgt;
          end_reg     <= end_reg;
          wr_clr      <= wr_clr;
          rd_clr      <= rd_clr;
        end
      endcase
    end
  end
  always @(posedge clk2 or negedge rst_n)
  begin
    if (!rst_n)
    begin
      out_valid <= 0;
      end_conv  <= 0;
    end
    else begin
      if (POOLING || (cnt_channel == CI && cnt_line > KERNEL_SIZE) || (cnt_channel == 1 && cnt_line == 1))
        out_valid <= rd_en[KERNEL_SIZE-1];
      else
        out_valid <= 0;
      end_conv  <= end_reg;
    end
  end
  assign re_buffer = ((cnt_channel > 1 && cnt_line >= KERNEL_SIZE) || (cnt_line == 0 && cnt_channel != 1)) ? wr_en[KERNEL_SIZE-1] : 0;
  assign ifm_read = ((cnt_line > PAD && cnt_line <= IFM_SIZE-PAD) && (cnt_index > PAD && cnt_index <= IFM_SIZE-PAD)) ? 1 : 0;
  assign wgt_read = (|set_wgt) ? 1 : 0;
endmodule
</file>
==> out/metrics.cfg <==
[outcome]
status=completed

[floorplanning]
chip_area_sq_um=8360
fp_util_pct=51.8
io_pins=37
rows=32
die_h_microns=91.5
core_area_sq_um=7730
dieWidth_microns=91.5

[final_timing]
max_slew_margin_pct=56.0
rsz0062_at_grt=false
fin_skew_ns=0.0104
tns_ns=0
maxSlewViolCount=0
hold_viol=0
tightest_slew_ns=0.655
setup_viol=0

[synthesis]
edf_count=0
syn_area_per_cell_sq_um=9.86
synthArstFlopShare_pct=89.3
syn-cell-area_sq_um=4000
syn_inst=406
ys_seq_elements=75
ys_cells=406
synth_warnings=1
seq_area_frac_synth_pct=45.9
ff_type=dfrtp_1
ys_area_sq_um=4000
ys_types=63

[global_route]
gr-usage-all-layers_pct=24.6
top_usage_layer=met1
grt_use_met2_pct=36.0
grt_max_degree=45
grt_pass1_wl_mm=15.6
grt_pass1_vias=3077
antenna_found_initial=0
use_met3_pct=5.02
grt.met1_usage_pct=40.9
overflow=0

[route]
ant_nets=0
diodes=0
dr.pass1.iters=4
wl_mm=9.19
viasPerCell=5.83
drc=0
detail_route.wl_per_cell_microns=16.6
dr_total_vias=3230
drt_iter0_markers=186

[clock_network]
path_clk_slew_ns=0.08
cts_sinks=75
cts_tree=done
cts_hold_buf=0

[worst_setup_path]
worstPathRequired_ns=3.04
crit_type=flip-flop to output port
start_kind=flip-flop
path_max_fanout=7
end_kind=output port
critPathArrivalTime_ns=2.85

[place]
hpwl_mm=6.42
io_buffers=35
gp_congestion=0.865

[min_path]
hp-class=primary input to asynchronous set/reset pin

[job]
cap_violations=0
tool_warnings=37

[final_layout]
fill_cells=634
combGateArea_sq_um=2050
final_util_pct=61.3
syn_to_final_growth_pct=18.3
regMostFlops=set_wgt
layout_top_cell=dfrtp_1
layout-drive-gt1-share_pct=11.9
flop_area_sq_um=1840
largest_reg_flops=16
layout_top_cells=dfrtp_1, nor2_1, clkdlybuf4s50_1
largestRegisters=set_wgt x16, cnt_channel x10, cnt_filter x10

[power_and_ir_drop]
powerDensity_nw_per_um2=345
p_leak_nw=2.04
finalPower_w=0.00163
irDropWorstVdd_uv=180

[worst max-delay path, cell delays in order, from the launching register on]
cell             delay [ns]
dfrtp_1                0.39
or4_1                  0.58
or3_4                  0.41
or2_2                  0.31
a21o_1                 0.18
a21oi_1                0.15
clkdlybuf4s50_1        0.48
[what timing repair did]
item | in CTS | in global routing
buffers inserted | 0 | 0
endpoints found under the setup margin | 0 | 1
resized | 0 | 1
[cells by family after synthesis]
kind of cell             synth area share (%)
AND-OR/OR-AND                            18.3
XOR/XNOR                                 4.16
adder cells (fa/ha/maj)                  4.38
buffers and inverters                    2.94
flip-flops                               45.9
multiplexers                            0.281
AND/OR/NAND/NOR                          24.0
[cell type report]
cell class | count | share of cell area, %
well taps | 102 | 2.70
repair buffers | 40 | 8.09
clock buffers | 13 | 3.78
multi-input cells | 305 | 43.3
flip-flops and latches | 75 | 38.8
clock inverters | 5 | 2.19
inverters | 14 | 1.11
[through the flow]
stage,cell area [sq um],setup slack (ns),hold slack (ns),std cells
after floorplan,4000,1.10,0.354,406
after global placement,4450,0.504,0.376,536
after detailed placement,4450,0.494,0.373,536
after CTS,4730,0.0836,0.398,554
after global routing,4730,0.0891,0.424,554
final,4730,0.187,0.394,554
[power breakdown]
group	internal, W	total (W)	switching (W)
logic	0.00000195	0.0000163	0.0000143
registers	0.000796	0.000796	0.0000000000000000000825
clock network	0.000517	0.000822	0.000304
[synth_stat cells (3+ instances only)]
cell type | n | area [sq um]
nor3_4 | 3 | 48.8
nand4_1 | 13 | 81.3
or4_1 | 6 | 45.0
nor2_1 | 44 | 165
a21o_1 | 3 | 22.5
inv_1 | 13 | 48.8
a21oi_1 | 19 | 95.1
dfrtp_1 | 66 | 1650
xnor2_1 | 9 | 78.8
o31ai_1 | 5 | 37.5
nand2b_1 | 3 | 18.8
nor4_1 | 9 | 56.3
buf_2 | 4 | 20.0
or3_1 | 10 | 62.6
and3_1 | 11 | 68.8
clkbuf_1 | 5 | 18.8
nand3_1 | 17 | 85.1
dfxtp_1 | 8 | 160
o21ai_0 | 26 | 130
a22o_1 | 17 | 149
nor3_2 | 3 | 30.0
xor2_1 | 10 | 87.6
nand2_1 | 31 | 116
nor2b_1 | 4 | 25.0
nand3b_1 | 3 | 22.5
ha_1 | 14 | 175
[final timing paths]
path	startpoint	endpoint	slack (ns)	cells after the start
worst max-delay path	cnt_line[5]	re_buffer	0.19	6
worst min-delay path	rst_n	cnt_index[7]	0.39	1
worst max register to register	cnt_channel[5]	set_wgt[9]	0.62	7
worst min register to register	curr_state[0]	curr_state[0]	0.49	2
max in group clk1	cnt_line[5]	out_valid	1.53	5
max in group asynchronous	rst_n	cnt_filter[2]	2.44	2
min in group clk0	curr_state[0]	curr_state[0]	0.49	2
min in group clk1	end_reg	end_conv	0.54	0
[per-layer routing]
metal	share of wire [%]	vias to the layer above
met5	0	-
met3	4.5	8
met2	46	69
met1	49	1573
li1	-	1580
met4	1.0	0

==> design/flow/constraint.sdc <==
current_design CONTROLLER_SOFT_MAX

set clk_period 2.2
set clk_io_pct 0.2

create_clock -name clk0 -period $clk_period [get_ports {clk}]

set non_clock_inputs [all_inputs -no_clocks]
set_input_delay [expr $clk_period * $clk_io_pct] -clock clk0 $non_clock_inputs
set_output_delay [expr $clk_period * $clk_io_pct] -clock clk0 [all_outputs]
==> design/flow/config.mk <==
export PLATFORM = sky130hd
export DESIGN_NAME = CONTROLLER_SOFT_MAX
export DESIGN_NICKNAME = CONTROLLER_SOFT_MAX
export VERILOG_FILES = /design/flow/design.v
export SDC_FILE = /design/flow/constraint.sdc
export NUM_CORES = 4
export LEC_CHECK = 1
export CORE_AREA = 10 10 93 93
export DIE_AREA = 0 0 103 103
==> design/flow/run.sh <==
#!/bin/bash
# OpenROAD 26Q1-2900-gdf79404cd8, Yosys 0.63+post, stock flow scripts
make -C /OpenROAD-flow-scripts/flow DESIGN_CONFIG=/design/flow/config.mk WORK_HOME=/design/flow/orfs finish
==> design/flow/design.v <==
module CONTROLLER_SOFT_MAX #(parameter DATA_WIDTH = 32, COMPUTE_NUM = 10, IFM_SIZE = 10 , LUT_SIZE = 1) (
		clk,
		rst_n,
		valid_ifm,
		ifm,
		wr_ifm,
		rd_ifm,
		wr_clr,
		rd_clr,
		counter_ifm,
		counter_lut,
		set_output,
		current_state,
		set_reg,
		counter_compute,
		end_softmax
	);
  input              clk            ;
  input              rst_n          ;
  input              valid_ifm      ;
  input   [DATA_WIDTH-1:0] ifm      ;
  output wire        wr_ifm         ;
  output reg         rd_ifm         ;
  output reg         wr_clr         ;
  output reg         rd_clr         ;
  output reg         set_output     ;
  output reg [15:0]  counter_ifm    ;
  output reg [3:0]  counter_lut     ;
	output reg [3:0]   current_state  ;
	output reg         set_reg        ;
	output reg         end_softmax    ;
	output reg [3:0]   counter_compute;
	parameter IDLE       = 4'd0;
	parameter WRITE_IFM  = 4'd1;
	parameter WAIT_1     = 4'd2;
	parameter STORE_IFM  = 4'd3;
	parameter WAIT_2     = 4'd4;
	parameter COMPUTE    = 4'd5;
	parameter NOP        = 4'd6;
	parameter CAP_DATA   = 4'd7;
	parameter END        = 4'd8;
	assign wr_ifm = valid_ifm  ;
	reg [3:0 ]  next_state     ;
	always @(posedge clk or negedge rst_n) begin
		if(!rst_n) begin
  		current_state <= 0;
  	end
  	else begin
  		current_state <=  next_state;
  	end
	end
	always @(valid_ifm or counter_ifm or current_state) begin
		case(current_state)
			IDLE:
				if(valid_ifm & (counter_ifm == 16'd0))
					next_state = WRITE_IFM;
				else 
					next_state = IDLE;
			WRITE_IFM:
				if(counter_ifm == IFM_SIZE)
					next_state = WAIT_1;
				else 
					next_state = WRITE_IFM;
			WAIT_1:
				next_state = current_state + 1;
			WAIT_2:
				next_state = current_state + 1;
			STORE_IFM:
				if(counter_ifm == IFM_SIZE) 
					next_state = WAIT_2;
				else 
					next_state = STORE_IFM;
			COMPUTE:
			  if(counter_ifm == IFM_SIZE)
					next_state = NOP;
				else 
					next_state = COMPUTE;
			NOP:
				if(counter_compute == COMPUTE_NUM + 1) 
					next_state = CAP_DATA;
				else 
					next_state = COMPUTE;
			CAP_DATA:
				next_state = END;
			END:
				next_state = END;
			default: next_state = IDLE;
		endcase
	end
       integer i;
	always @(posedge clk or negedge rst_n) begin
		if(!rst_n) begin
       rd_ifm          <=  0;             			
       wr_clr          <=  1; 
       rd_clr          <=  1; 
       set_output      <=  0; 
       counter_ifm     <=  0; 
			 set_reg         <=  0;
       end_softmax     <=  0;
		end
		else begin
			case(next_state)
				IDLE: begin
          rd_ifm         <=  0;             			
          wr_clr         <=  0; 
          rd_clr         <=  0; 
          set_output     <=  0; 
				end
				WRITE_IFM: begin
          rd_ifm         <=  0;             			
          wr_clr         <=  0; 
          rd_clr         <=  0; 
          set_output     <=  0; 
				end
				STORE_IFM: begin
          rd_ifm         <=  1;             			
          wr_clr         <=  0; 
          rd_clr         <=  0; 
          set_output     <=  0; 
				end
				WAIT_1: begin
          rd_ifm         <=  0;             			
          wr_clr         <=  1; 
          rd_clr         <=  1; 
          set_output     <=  0; 
				end
				WAIT_2: begin
          rd_ifm         <=  0;             			
          wr_clr         <=  1; 
          rd_clr         <=  1; 
          set_output     <=  0; 
				end
				COMPUTE: begin
          rd_ifm         <=  1;             			
          wr_clr         <=  0; 
          rd_clr         <=  0; 
          set_output     <=  0; 
			    set_reg        <=  1;
				end
				CAP_DATA: begin
          rd_ifm         <=  1;             			
          wr_clr         <=  0; 
          rd_clr         <=  0; 
          set_output     <=  0; 
			    set_reg         <=  0;
					end_softmax <= 1;
				end
				NOP: begin
				  rd_clr <= 1;
			    set_reg        <=  0;
          set_output     <=  1; 
				end
				END: end_softmax     <= 1;
			endcase
		end
	end
		always @(posedge clk or negedge rst_n) begin
			if(!rst_n) begin
				counter_ifm     <= 16'd0 ;
				counter_lut     <= 4'd0  ;
			  counter_compute <= 4'd0  ;
			end
			else begin
				case(next_state)
					IDLE: begin
				    counter_ifm     <= 16'd0 ;
				    counter_lut     <= 4'd0  ;
			      counter_compute <= 0     ;
				  end
					WRITE_IFM: begin
			 	    counter_ifm <= (wr_ifm) ? (counter_ifm == IFM_SIZE) ? 0 : counter_ifm + 1: counter_ifm;
			 	    counter_lut <= 0;
					end
					WAIT_1: begin
			 	    counter_ifm <= 0;
			 	    counter_lut <= 0;
					end
					STORE_IFM: begin
			 	    counter_ifm <= (rd_ifm) ? (counter_ifm == IFM_SIZE) ? 0 : counter_ifm + 1: counter_ifm;
			 	    counter_lut <= 0;
					end
					COMPUTE: begin
			 	    counter_ifm <= (rd_ifm) ? (counter_ifm == IFM_SIZE) ? 0 : counter_ifm + 1 : counter_ifm;
			 	    counter_lut <= counter_compute + 1;
					end
					NOP: begin
			      counter_compute <=  (counter_compute == COMPUTE_NUM +1) ? 0 : counter_compute +1 ;
			 	    counter_lut <= 0;
					end
					CAP_DATA: begin
			 	    counter_ifm <= 0;
			 	    counter_lut <= 0;
			      counter_compute <=  0;
					end
					default: begin
			 	    counter_ifm <= 0;
			 	    counter_lut <= 0;
					end
				endcase
			end
		end
endmodule
==> run_summary.xml <==
<?xml version="1.0" encoding="UTF-8"?>
<metrics>
  <group name="run_status">
    <metric name="outcome" unit="">completed</metric>
  </group>
  <group name="yosys">
    <metric name="synthesis.yosys.warnings" unit="">33</metric>
    <metric name="synth_area" unit="µm²">1050</metric>
    <metric name="syn_area_per_cell" unit="µm²">9.81</metric>
    <metric name="and_or_nand_nor_area_frac" unit="">0.155</metric>
    <metric name="postSynthRegisterBits" unit="">18</metric>
    <metric name="yosys-stat-cells" unit="">107</metric>
    <metric name="yosys-mux-area-fraction" unit="">0.0238</metric>
    <metric name="synth.yosys.chip_area" unit="µm²">1050</metric>
    <metric name="synth.distinct_cells" unit="">32</metric>
    <metric name="ys_seq_share" unit="">0.431</metric>
    <metric name="post_synth_fa_ha_maj_area_fraction" unit="">0.0596</metric>
    <metric name="ys_sh_xor" unit="">0</metric>
    <metric name="postSynthCellCount" unit="">107</metric>
    <metric name="post_synth_main_logic_family" unit="">AND-OR/OR-AND gates</metric>
    <metric name="compound_area_frac" unit="">0.173</metric>
  </group>
  <group name="layout">
    <metric name="share_of_post_route_cells_with_drive_strength_above_1" unit="">0.190</metric>
    <metric name="tally_of_filler_cells_in_the_layout" unit="">725</metric>
    <metric name="layoutNonFillerInstCount" unit="">217</metric>
    <metric name="area_growth_syn_to_layout" unit="%">33.6</metric>
    <metric name="reg.largest.list" unit="">counter_compute x4, counter_lut x4, current_state x4</metric>
  </group>
  <group name="sta">
    <metric name="hold_viol" unit="">0</metric>
    <metric name="final.min_clock_period" unit="ns">1.99</metric>
    <metric name="setup-tns-final" unit="ns">0</metric>
    <metric name="final_critical_path_setup_slack" unit="ns">0.211</metric>
    <metric name="worst_hold_slack" unit="ns">0.494</metric>
    <metric name="slew_violations" unit="">0</metric>
    <metric name="achievable-frequency" unit="MHz">503</metric>
    <metric name="unrepaired_setup_endpoints_after_global_routing" unit="">false</metric>
    <metric name="clock_skew" unit="ns">0.00248</metric>
    <metric name="finalSetupViolCount" unit="">0</metric>
    <metric name="post-route-period-util" unit="">0.904</metric>
  </group>
  <group name="placement">
    <metric name="portBuffers" unit="">21</metric>
    <metric name="globalplace.congestion" unit="">0.827</metric>
    <metric name="place_hpwl" unit="mm">1.88</metric>
    <metric name="dp_slack" unit="ns">-0.0775</metric>
    <metric name="placedCellCount" unit="">210</metric>
  </group>
  <group name="die">
    <metric name="chipArea" unit="µm²">10600</metric>
    <metric name="die_y" unit="µm">103</metric>
    <metric name="core_area" unit="µm²">6760</metric>
    <metric name="die_width" unit="µm">103</metric>
    <metric name="floorplan.initialDensity" unit="">0.155</metric>
    <metric name="io-pin-count" unit="">70</metric>
    <metric name="rows" unit="">30</metric>
  </group>
  <group name="clock_tree">
    <metric name="clkSinkCount" unit="">18</metric>
    <metric name="worstSkewPairLatency" unit="ns">0.25</metric>
    <metric name="clockRootBuffer" unit="">clkbuf_8</metric>
    <metric name="cts_buffers" unit="">3</metric>
    <metric name="clk_path_buf_depth" unit="">2</metric>
    <metric name="htree_levels" unit="">1</metric>
    <metric name="path_clk_slew" unit="ns">0.07</metric>
    <metric name="tritoncts_clock_tree" unit="">yes</metric>
  </group>
  <group name="min_path">
    <metric name="worstHoldEndpoint" unit="">rd_clr</metric>
    <metric name="min_path_cells" unit="">2</metric>
    <metric name="holdCritStartpoint" unit="">rd_clr</metric>
    <metric name="hold_path_class" unit="">reg -&gt; reg</metric>
  </group>
  <group name="worst_setup_path">
    <metric name="worstReg2RegEnd" unit="">counter_lut[3]</metric>
    <metric name="slack_of_the_worst_reg_to_reg_path" unit="ns">0.21</metric>
    <metric name="worst-setup-path-type" unit="">reg -&gt; reg</metric>
    <metric name="cp_data_arrival_time" unit="ns">2.16</metric>
    <metric name="worst_flop_to_flop_path_startpoint" unit="">current_state[0]</metric>
    <metric name="cp-end-kind" unit="">flop</metric>
    <metric name="critPathMaxFanout" unit="">5</metric>
    <metric name="beginning_of_the_critical_path" unit="">current_state[0]</metric>
    <metric name="worst-r2r-cell-count" unit="">9</metric>
    <metric name="worst_path_required_time" unit="ns">2.37</metric>
    <metric name="crit_path_start_kind" unit="">flop</metric>
  </group>
  <group name="power_and_ir_drop">
    <metric name="report.power.total" unit="mW">0.648</metric>
    <metric name="clkPwrFrac" unit="">0.405</metric>
    <metric name="power.static_leakage" unit="nW">0.611</metric>
    <metric name="power.density_cell_area" unit="nW/µm²">462</metric>
    <metric name="combPwrFrac" unit="">0.080</metric>
    <metric name="power_frac_seq" unit="">0.515</metric>
    <metric name="p_int" unit="mW">0.516</metric>
    <metric name="power.share.switching" unit="">0.204</metric>
    <metric name="switching_power" unit="mW">0.132</metric>
    <metric name="ir_worst_vdd" unit="V">0.000153</metric>
  </group>
  <group name="job">
    <metric name="cap_viol_max_count" unit="">0</metric>
    <metric name="log.warning_count" unit="">60</metric>
  </group>
  <group name="global_routing">
    <metric name="grt_first_pass_wirelength" unit="mm">3.91</metric>
    <metric name="grt_overflow" unit="">0</metric>
    <metric name="maximum_number_of_pins_on_one_net_before_global_route_repair" unit="">19</metric>
    <metric name="grt.total_usage" unit="">0.0451</metric>
    <metric name="number_of_global_route_vias_before_repair" unit="">820</metric>
    <metric name="antenna_violations_before_repair" unit="">0</metric>
  </group>
  <group name="route">
    <metric name="post-route-drc-count" unit="">0</metric>
    <metric name="drt_wl_total" unit="mm">2.36</metric>
    <metric name="number_of_iterations_in_the_first_detailed_routing_pass" unit="">3</metric>
    <metric name="routed-via-count" unit="">772</metric>
    <metric name="routed_wire_length_per_instance" unit="µm">10.9</metric>
    <metric name="route.detailed.vias_per_inst" unit="">3.56</metric>
    <metric name="antenna_violating_nets_post_route" unit="">0</metric>
    <metric name="detailedRoute.firstIterationViolations" unit="">25</metric>
    <metric name="diodes" unit="">0</metric>
  </group>
</metrics>
[layer usage]
layer	vias up	track usage	part of all wire	routed length [µm]
met3	2	0.0149	0.064	151
met5	-	0	0	0
met4	0	0.00535	0.0047	11
li1	391	-	-	-
met2	20	0.0712	0.45	1070
met1	359	0.0606	0.48	1130
[critical path, stage by stage, from the launching register on]
cell and delay [ns]:
dfrtp_1 0.39, inv_1 0.12, ha_2 0.24, a2111oi_2 0.07, a211oi_1 0.28, a21oi_2 0.09
buf_4 0.16, nor3b_1 0.26, nand2b_1 0.16, a21oi_1 0.14
[layout make-up]
cell class                      count  area, µm²  share of cell area
Tap cell                           80        100              0.0714
Sequential cell                    18        454               0.324
Timing Repair Buffer               29        270               0.193
Multi-Input combinational cell     80        500               0.357
Inverter                            6       22.5              0.0161
Clock buffer                        4       55.1              0.0393
[cell usage after synthesis, drive strengths merged]
master   number  area, µm²
a2111oi       1       8.76
o21ai         6       30.0
a21oi         8       47.6
a221o         1       11.3
a211oi        1       7.51
a31oi         3       33.8
or2           1       6.26
nor2b         1       6.26
nor2         11       48.8
nand3         1       5.00
o22ai         2       18.8
nand4         1       6.26
nand2b        4       25.0
nor3b         2       15.0
mux2i         1       10.0
conb          1       3.75
buf          18        139
inv           6       22.5
dfstp         2       52.6
dfrtp        16        400
nor3          1       5.00
a21o          2       15.0
nand2         9       33.8
and3          1       11.3
ha            5       62.6
mux2          1       15.0
a22o          1       8.76
[stage by stage]
step,util,area [µm²]
6_report,0.208,1400
4_1_cts,0.203,1370
3_5_place_dp,0.195,1320
2_1_floorplan,-,1110
5_1_grt,0.208,1400
3_3_place_gp,0.195,1320
[worst max-delay path by stage]
stage	end	slack, ns	cells after the start
CTS	counter_compute[0]	0.02	8
finish	counter_lut[3]	0.21	9
global route	counter_lut[2]	0.03	9
[power by group through the flow]
stage         Sequential [mW]  Clock (mW)  Combinational, mW
finish                  0.334       0.262             0.0522
global route            0.334       0.289             0.0599
CTS                     0.334       0.270             0.0493
[logic make-up (layout without fill, tap and decap cells)]
group / after synthesis / in the layout
flops: 18 / 18
simple gates: 32 / 32
other cells: 1 / 16
compound gates: 25 / 25
mux: 2 / 2
buf+inv: 24 / 39
fa+ha+maj: 5 / 5
[timing repair]
action | CTS | global route
setup endpoints to repair | 0 | 13
buffers inserted | 0 | 3
hold buffers | 0 | 0
resized | 0 | 4
[layout by cell type, fill, tap and decap left out, drive strengths merged]
master / instances
nor3b: 2
nor2b: 1
a211oi: 1
a2111oi: 1
buf: 8
nand4: 1
nand3: 1
clkbuf: 4
o21ai: 6
clkdlybuf4s50: 21
nor3: 1
o22ai: 2
a221o: 1
a31oi: 3
inv: 6
a22o: 1
or2: 1
nor2: 11
mux2: 1
a21oi: 8
and3: 1
mux2i: 1
nand2: 9
a21o: 2
dfstp: 2
nand2b: 4
conb: 16
dfrtp: 16
ha: 5

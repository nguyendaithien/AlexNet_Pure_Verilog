===== design/flow/run.sh =====
#!/bin/bash
# OpenROAD 26Q1-2900-gdf79404cd8, Yosys 0.63+post, stock flow scripts
make -C /OpenROAD-flow-scripts/flow DESIGN_CONFIG=/design/flow/config.mk WORK_HOME=/design/flow/orfs finish

===== design/flow/config.mk =====
export PLATFORM = sky130hd
export DESIGN_NAME = POOL
export DESIGN_NICKNAME = POOL
export VERILOG_FILES = /design/flow/design.v
export SDC_FILE = /design/flow/constraint.sdc
export NUM_CORES = 4
export LEC_CHECK = 1
export CORE_UTILIZATION = 30

===== design/flow/constraint.sdc =====
current_design POOL

set clk_period 48.7
set clk_io_pct 0.2

create_clock -name clk0 -period $clk_period [get_ports {clk1}]
create_clock -name clk1 -period $clk_period [get_ports {clk2}]

set non_clock_inputs [all_inputs -no_clocks]
set_input_delay [expr $clk_period * $clk_io_pct] -clock clk0 $non_clock_inputs
set_output_delay [expr $clk_period * $clk_io_pct] -clock clk0 [all_outputs]

===== design/flow/design.v =====
module FIFO_ASYNCH #(parameter DATA_WIDTH = 16, FIFO_SIZE = 10, ADD_WIDTH = 3) (
		clk1  ,
		clk2  ,
		rd_clr,
		wr_clr,
		rd_inc,
		wr_inc,
		wr_en ,
		rd_en ,
		data_in_fifo ,
		data_out_fifo,
		);
   input clk1  ;  
   input clk2  ; 
   input rd_clr;         
   input wr_clr;
   input rd_inc;
   input wr_inc;
   input wr_en ;
   input rd_en ;
   input  [DATA_WIDTH-1:0] data_in_fifo ;
   output [DATA_WIDTH-1:0] data_out_fifo;
  reg [DATA_WIDTH-1:0] fifo_data [FIFO_SIZE-1:0];
  reg [ADD_WIDTH-1: 0] rd_ptr                  ;
  reg [ADD_WIDTH-1: 0] wr_ptr                  ;
  reg [DATA_WIDTH-1:0] data_read               ;
  reg reg_we;
  always @(posedge clk1) begin
   	reg_we <= wr_en;
  end
  always @(posedge clk2) begin
  	if(rd_clr)
  	  rd_ptr <= 0;
  	else if(rd_en) begin
	 		data_read <= fifo_data[rd_ptr];
			rd_ptr    <= rd_ptr + rd_inc   ;
		end
		else 
		  data_read <= 0;
	end
	always @(posedge clk2) begin
		if(wr_clr)
		  wr_ptr <= 0;
		else if(reg_we) begin
			fifo_data[wr_ptr] <= data_in_fifo   ;
			wr_ptr            <= wr_ptr + wr_inc;
		end
		else
			fifo_data[wr_ptr] <= fifo_data[wr_ptr];
	end
	assign data_out_fifo = data_read;
endmodule
module IFM_BUFF #(parameter DATA_WIDTH = 8) (
		input clk
	 ,input rst_n
	 ,input set_ifm
	 ,input  [DATA_WIDTH-1:0] ifm_in
	 ,output [DATA_WIDTH-1:0] ifm_out
	 );
	reg [DATA_WIDTH-1:0] ifm;
	always @(posedge clk or negedge rst_n) begin
		if(!rst_n) begin
			ifm <= 0;
		end
		else if(set_ifm) begin
			ifm <= ifm_in;
		end
		else begin
			ifm <= ifm;
		end
  end
	assign ifm_out = ifm;
endmodule
module PE #(parameter WEIGHT_WIDTH = 8, IFM_WIDTH = 8, PSUM_WIDTH = 16, POOLING = 0)(
    clk,
    rst_n,
    set_reg,
		ifm,
		wgt,
		psum_in,
		psum_out
		);
	input clk    ;  
	input rst_n  ;
	input set_reg;
	input  signed [IFM_WIDTH-1:0   ] ifm      ;
	input  signed [WEIGHT_WIDTH-1:0] wgt      ;
	input  signed [PSUM_WIDTH-1:0  ] psum_in  ;
	output signed [PSUM_WIDTH-1:0  ] psum_out ;
	reg  signed [PSUM_WIDTH-1:0] psum         ;
	wire signed	[PSUM_WIDTH-1:0] product			;
	qmult #(
		 .Q_a(12)
		,.N_a(IFM_WIDTH)
		,.Q_b(12)
		,.N_b(WEIGHT_WIDTH)
		,.Q_q(12)
		,.N_q(PSUM_WIDTH)	
	) mult
	(
		 .a(ifm)
		,.b(wgt)
		,.q_result(product)
	);
  always @(posedge clk or negedge rst_n)
  begin
    if (!rst_n)
      psum <= 0;
    else 
    begin
      if (set_reg)
      begin
        if (POOLING)
          psum <= (ifm > psum_in) ? ifm : psum_in;
        else
          psum <= product + psum_in;
      end
      else
        psum <= psum;
    end
  end
	assign psum_out = psum;
endmodule
module POOL_BUFFER #(parameter DATA_WIDTH = 16, FIFO_SIZE = 10, ADD_WIDTH = 3) (
		clk   ,
    rst_n ,
		wr_en ,
		rd_en ,
		data_in_fifo ,
		data_out_fifo,
    full
		);
   input clk   ;  
   input rst_n ;
   input wr_en ;
   input rd_en ;
   input  [DATA_WIDTH-1:0] data_in_fifo ;
   output [DATA_WIDTH-1:0] data_out_fifo;
   output full;
  reg [DATA_WIDTH-1:0] fifo_data [FIFO_SIZE-1:0];
  reg [ADD_WIDTH-1: 0] rd_ptr                  ;
  reg [ADD_WIDTH-1: 0] wr_ptr                  ;
  reg [DATA_WIDTH-1:0] data_read               ;
  always @(posedge clk or negedge rst_n) begin
    if (!rst_n)
      rd_ptr    <= 0;
    else
    begin
  	  if(rd_en) begin
	 	  	data_read <= fifo_data[rd_ptr];
		  	rd_ptr    <= rd_ptr + 1       ;
		  end
		  else 
		    data_read <= 0;
      if (rd_ptr == FIFO_SIZE)
        rd_ptr    <= 0;
    end
	end
	always @(posedge clk or negedge rst_n) begin
    if (!rst_n)
      wr_ptr    <= 0;
    else
    begin
		  if(wr_en) begin
		  	fifo_data[wr_ptr] <= data_in_fifo   ;
		  	wr_ptr            <= wr_ptr + 1     ;
		  end
		  else
		  	fifo_data[wr_ptr] <= fifo_data[wr_ptr];
      if (wr_ptr == FIFO_SIZE)
        wr_ptr    <= 0;
    end
	end
  assign full = (wr_ptr == FIFO_SIZE) ? 1 : 0; 
	assign data_out_fifo = data_read;
endmodule
module POOL_CONTROL #(parameter KERNEL_POOL = 4, IFM_SIZE = 9, STRIDE_POOL = 2, CI = 3)(
  input clk1,
  input clk2,
  input rst_n,
  input full,
  output reg set_ifm,
  output reg ifm_read,
  output reg rd_clr,
  output reg wr_clr,
  output reg out_valid,
  output reg set_reg,
  output reg end_pool,
  output reg [KERNEL_POOL-1:0] rd_en,
  output reg [KERNEL_POOL-1:0] wr_en
);
  reg [8:0] cnt_index;
  reg [8:0] cnt_line;
  reg [8:0] cnt_channel;
  reg [2:0] curr_state;
  reg [2:0] next_state;
  reg end_reg;
  parameter [2:0] 
    IDLE        = 3'b000,
    COMPUTE     = 3'b001,
    END_ROW     = 3'b010,
    END_CHANNEL = 3'b011,
    END_FILTER  = 3'b100,
    END_POOL    = 3'b101;
  always @(posedge clk1 or negedge rst_n)
  begin
    if (!rst_n)
      curr_state <= IDLE;
    else
      curr_state <= next_state;
  end
  always @(full or cnt_index or cnt_line or cnt_channel)
  begin
    case (curr_state)
      IDLE:
      begin
        if (full)
          next_state = COMPUTE;
        else
          next_state = IDLE;
      end
      COMPUTE:
      begin
        if (cnt_index == IFM_SIZE)
        begin
          if (cnt_line < IFM_SIZE)
            next_state = END_ROW;
          else
          begin
            if (cnt_channel < CI)
              next_state = END_CHANNEL;
            else
              next_state = END_FILTER;
          end
        end
        else
          next_state = COMPUTE;
      end
      END_ROW:
      begin
        if (full)
          next_state = COMPUTE;
        else
          next_state = END_ROW;
      end
      END_CHANNEL:
      begin
        if (full)
          next_state = COMPUTE;
        else
          next_state = END_CHANNEL;
      end
      END_FILTER:
        next_state = END_POOL;
      END_POOL:
        if (cnt_index > IFM_SIZE-KERNEL_POOL+2)
          next_state = IDLE;
        else
          next_state = END_POOL;
      default:
        next_state = IDLE;
    endcase
  end
  genvar ii;
  generate
    for (ii = 0; ii < KERNEL_POOL; ii = ii + 1) begin
      always @(posedge clk1) begin
        rd_en[ii] <= (((cnt_line >= (ii+2) && cnt_line <= (IFM_SIZE-KERNEL_POOL+ii+2) && ((cnt_line-ii-2)%STRIDE_POOL == 0)) || (ii == KERNEL_POOL-1 && cnt_line == 1 && cnt_channel != 1)) && (|cnt_index && cnt_index <= IFM_SIZE-KERNEL_POOL+1 && ((cnt_index-1)%STRIDE_POOL == 0))) ? 1 : 0;
        wr_en[ii] <= ((next_state != END_POOL) && (cnt_line >= (ii+1) && cnt_line <= (IFM_SIZE-KERNEL_POOL+ii+1) && ((cnt_line-ii-1)%STRIDE_POOL == 0)) && (cnt_index >= KERNEL_POOL && ((cnt_index-KERNEL_POOL)%STRIDE_POOL == 0)))? 1 : 0;
      end
    end
  endgenerate
  always @(posedge clk1 or negedge rst_n)
  begin
    if (!rst_n)
    begin
      cnt_index   <= 0;
      cnt_line    <= 0;
      cnt_channel <= 0;
      set_reg     <= 0;
      end_reg     <= 0;
      rd_clr      <= 0;
      wr_clr      <= 0;
      set_ifm     <= 0;
      ifm_read    <= 0;
    end 
    else
    begin
      case (next_state)
        IDLE:
        begin
          cnt_index   <= 0;
          cnt_line    <= 0;
          cnt_channel <= 0;
          set_reg     <= 0;
          rd_clr      <= 0;
          wr_clr      <= 0;
          set_ifm     <= 0;
          ifm_read    <= 0;
          end_reg     <= (cnt_index == IFM_SIZE-KERNEL_POOL+3) ? 1 : 0;
        end
        COMPUTE:
        begin
          cnt_index   <= cnt_index + 1;
          cnt_line    <= (|cnt_index == 1'b0)? cnt_line + 1:cnt_line;
          cnt_channel <= (|cnt_index == 1'b0 && |cnt_line == 1'b0)? cnt_channel + 1:cnt_channel;
          set_reg     <= 1;
          rd_clr      <= 0;
          wr_clr      <= (cnt_index == KERNEL_POOL)? 1 : 0;
          set_ifm     <= 1;
          ifm_read    <= 1;
        end
        END_ROW:
        begin
          cnt_index   <= 0;
          rd_clr      <= 1;
          set_ifm     <= 0;
          ifm_read    <= 0;
        end
        END_CHANNEL:
        begin
          cnt_index   <= 0;
          cnt_line    <= 0;
          rd_clr      <= 1;
          set_ifm     <= 0;
          ifm_read    <= 0;
        end
        END_FILTER:
        begin
          cnt_index   <= 0;
          cnt_line    <= 0;
          cnt_channel <= 0;
          rd_clr      <= 1;
          set_ifm     <= 0;
          ifm_read    <= 0;
        end
        END_POOL:
        begin
          cnt_index   <= cnt_index + 1;
          cnt_line    <= 1;
          cnt_channel <= CI + 1;
          set_reg     <= 0;
          set_ifm     <= 0;
          rd_clr      <= 0;
          ifm_read    <= 0;
        end
        default:
        begin
          cnt_index   <= cnt_index;
          cnt_line    <= cnt_line;
          cnt_channel <= cnt_channel;
          set_reg     <= set_reg;
          set_ifm     <= set_ifm;
          end_reg     <= end_reg;
          wr_clr      <= wr_clr;
          rd_clr      <= rd_clr;
          ifm_read    <= ifm_read;
        end
      endcase
    end
  end
  always @(posedge clk2 or negedge rst_n)
  begin
    if (!rst_n) begin
      out_valid <= 0;
      end_pool  <= 0;
    end
    else begin
      out_valid <= rd_en[KERNEL_POOL-1];
      end_pool  <= end_reg;
    end
  end
endmodule
module POOL #(
  parameter 
    DATA_WIDTH = 32, 
    IFM_SIZE = 27, 
    KERNEL_POOL = 5,
    STRIDE_POOL = 1,
    FIFO_SIZE = (IFM_SIZE-KERNEL_POOL)/STRIDE_POOL+1,
    CI = 3 
)(
	input clk1,
	input clk2,
	input rst_n,
  input in_valid,
	input [DATA_WIDTH-1:0] ifm,
  output end_pool,
  output out_valid,
	output[DATA_WIDTH-1:0] data_output
	);
  localparam ADD_WIDTH = $clog2(IFM_SIZE-KERNEL_POOL+1)+1;
  reg [DATA_WIDTH-1:0] ifm_temp;
	wire [DATA_WIDTH-1:0] psum [KERNEL_POOL-1:0][KERNEL_POOL:0];
	wire [DATA_WIDTH-1:0] ifm_wire;
  assign psum[0][0] = 0;
  wire rd_clr;
  wire wr_clr;
  wire set_ifm;
  wire set_reg;
  wire full;
  wire ifm_read;
  wire [DATA_WIDTH-1:0] ifm_pool;
  wire [KERNEL_POOL-1:0] wr_en;
  wire [KERNEL_POOL-1:0] rd_en;
  POOL_BUFFER  #(.DATA_WIDTH(DATA_WIDTH), .FIFO_SIZE(IFM_SIZE), .ADD_WIDTH($clog2(IFM_SIZE)+1)) pool_buffer (
     .clk(clk2)
    ,.rst_n(rst_n)
    ,.wr_en(in_valid)
    ,.rd_en(ifm_read)
    ,.data_in_fifo(ifm)
    ,.data_out_fifo(ifm_pool)
    ,.full(full)
  );
  POOL_CONTROL #(.KERNEL_POOL(KERNEL_POOL), .IFM_SIZE(IFM_SIZE), .STRIDE_POOL(STRIDE_POOL), .CI(CI)) control (
     .clk1(clk1)
    ,.clk2(clk2)
    ,.rst_n(rst_n)
    ,.full(full)
    ,.rd_clr(rd_clr)
    ,.wr_clr(wr_clr)
    ,.out_valid(out_valid)
    ,.ifm_read(ifm_read)
    ,.set_ifm(set_ifm)
    ,.set_reg(set_reg)
    ,.end_pool(end_pool)
    ,.rd_en(rd_en)
    ,.wr_en(wr_en)
  );
  genvar arr_i;
  genvar arr_j;
  generate
    for (arr_j = 0; arr_j < KERNEL_POOL; arr_j = arr_j + 1)
      for (arr_i = 0; arr_i < KERNEL_POOL; arr_i = arr_i + 1)
      begin
	      PE #(.WEIGHT_WIDTH(16), .IFM_WIDTH(DATA_WIDTH), .PSUM_WIDTH(DATA_WIDTH), .POOLING(1)) pe (
	      		.clk(clk1)
	      	 ,.rst_n(rst_n)
	      	 ,.set_reg(set_reg)
	      	 ,.ifm(ifm_wire)
           ,.wgt({16{1'b0}})
	      	 ,.psum_in(psum[arr_i][arr_j])
	      	 ,.psum_out(psum[arr_i][arr_j+1])
	      	 );
      end
  endgenerate
  genvar fifo_i;
  generate
    for (fifo_i = 0; fifo_i < KERNEL_POOL-1; fifo_i = fifo_i + 1)
    begin
      FIFO_ASYNCH #(.DATA_WIDTH(DATA_WIDTH), .FIFO_SIZE(FIFO_SIZE), .ADD_WIDTH(ADD_WIDTH)) fifo(
	    	 .clk1  (clk1)
	    	,.clk2  (clk2)
	    	,.rd_clr(rd_clr)
	    	,.wr_clr(wr_clr)
	    	,.rd_inc(1'b1)
	    	,.wr_inc(1'b1)
	    	,.wr_en (wr_en[fifo_i])
	    	,.rd_en (rd_en[fifo_i])
	    	,.data_in_fifo (psum[fifo_i][KERNEL_POOL])
	    	,.data_out_fifo(psum[fifo_i+1][0])
	    	);
    end
  endgenerate
  FIFO_ASYNCH #(.DATA_WIDTH(DATA_WIDTH), .FIFO_SIZE(FIFO_SIZE), .ADD_WIDTH(ADD_WIDTH)) fifo_end(
		 .clk1  (clk1)
		,.clk2  (clk2)
		,.rd_clr(rd_clr)
		,.wr_clr(wr_clr)
		,.rd_inc(1'b1)
		,.wr_inc(1'b1)
		,.wr_en (wr_en[KERNEL_POOL-1])
		,.rd_en (rd_en[KERNEL_POOL-1])
		,.data_in_fifo (psum[KERNEL_POOL-1][KERNEL_POOL])
		,.data_out_fifo(data_output)
		);
  IFM_BUFF #(.DATA_WIDTH(DATA_WIDTH)) ifm_buf (
       .clk(clk1)
      ,.rst_n(rst_n)
      ,.set_ifm(set_ifm)
      ,.ifm_in(ifm_pool)
      ,.ifm_out(ifm_wire)
			);
endmodule
module qmult #(
  parameter Q_a = 8,
  parameter N_a = 16,
  parameter Q_b = 10,
  parameter N_b = 16,
  parameter Q_q = 12,
  parameter N_q = 16
)
(
  input      [N_a-1:0] a,
  input      [N_b-1:0] b,
  output     [N_q-1:0] q_result   
);
  wire [N_a+N_b-1:0] f_result;   
  wire [N_a-1:0] multiplicand;   
  wire [N_b-1:0] multiplier;     
  wire [N_q-2:0] quantized_result;
  assign multiplicand = (a[N_a-1]) ? (~a) + 1 : a;
  assign multiplier = (b[N_b-1]) ? (~b) + 1 : b;
  assign f_result = multiplicand[N_a-2:0] * multiplier[N_b-2:0];          
  assign quantized_result = f_result[N_q-2+Q_q:Q_q];                      
  assign q_result[N_q-1] = (a != 0 && b != 0 && quantized_result != 0) ? a[N_a-1] ^ b[N_b-1] : 0;   
  assign q_result[N_q-2:0] = (q_result[N_q-1]) ? (~quantized_result) + 1 : quantized_result;   
endmodule

==> run summary <==
LEAKAGE -> 90.3 nW
Slowest library cell on the worst path -> sky130_fd_sc_hd__buf_4
Worst setup timing slack at the placement stage -> 34.80 ns
Syn Inst Count -> 15700
Avg Vias per Cell -> 5.33
Highest-count logic cell in the final layout -> sky130_fd_sc_hd__edfxtp_1
Routed via count -> 145000
Status -> complete, no violations
Highest net fanout along the worst path -> 77
# resized after CTS -> 0
Total Routing Usage GR -> 17.9%
Biggest registers after layout -> genblk2.fifo.fifo_data (2944), pool_buffer.fifo_data (864), genblk1.genblk1.pe.psum (800)
Maximum number of pins on one net before global-route repair -> 170
Setup Skew -> 0.129 ns
Top-area cell share -> 57.9%
Sum of routed wire length over all layers -> 705 mm
Final core utilization -> 34.3%
Max-Slew Margin vs Limit -> 9.76%
Int Pwr -> 0.00794 W
Primary FF master, synth -> sky130_fd_sc_hd__edfxtp_1
Overall chip area -> 823000 um2
Number of sinks handled by clock tree synthesis -> 5685
Number of distinct library cells after synthesis -> 77
Worst path cell trace -> buf_8 > buf_4 > buf_4 > buf_4 > buf_4 > buf_4
Slew at the pin closest to its max-slew limit -> 1.32 ns
Count of input and output buffers -> 68
Power per Cell Area -> 36.7 nW/um2
Violation count after the first detailed-routing iteration -> 11900
Synth area leaders -> sky130_fd_sc_hd__edfxtp_1 (58%), sky130_fd_sc_hd__dfrtp_1 (9.0%), sky130_fd_sc_hd__mux4_2 (8.8%), sky130_fd_sc_hd__ha_1 (4.1%), sky130_fd_sc_hd__mux2i_1 (3.2%)
Setup-failing EPs final -> 0
Yosys Warn Count -> 7
Number of buffers inserted by post-CTS setup repair -> 0
I/O pin total -> 70
Final RePlAce weighted congestion -> 0.938
Switching share of total power -> 22.8%
Post-synth seq share -> 67.4%
Post-detailed-placement cell area -> 262000 um2
Type of element capturing the critical path -> async pin
Yosys stat chip area -> 246000 um2
Power share of the clock group -> 42.0%
Final Slew Violations -> 0
Synth-to-Final Area Change -> 14.0%
Critical Path Most Common Cell -> sky130_fd_sc_hd__buf_4
Half-perimeter wire length after detailed placement -> 406 mm
Quantity of hold-fixing buffers added after cts -> 0
Yosys cell count -> 15700
Area of the core -> 817000 um2
Number of storage elements in the synthesis netlist -> 5685
Via count of the first global-routing pass -> 152000
Die width -> 907 um
Number of standard-cell rows in the floorplan -> 332
Antenna Violating Nets Remaining -> 0
DRC Markers -> 0
Antenna violations before repair -> 18
Number of fillers in the final layout -> 76500
Aggregate global routing overflow -> 0
Chip height -> 907 um
Detailed Routing Iterations Pass 1 -> 8
CTS tree -> built
Proportion of layout cells with a drive suffix above 1 -> 16.2%
Share of power burned in registers -> 53.0%
Mean Syn Cell Area -> 15.7 um2
Post-detailed-route wirelength per cell -> 26.0 um
Logic gate share of total power -> 5.0%
First-pass GRT wire length -> 1030 mm
Unrepaired setup endpoints after global routing -> false
Max-capacitance violation count -> 0
Pre-placement core utilization -> 30.1%
Flip-flops with a built-in enable -> 4736
P_sw -> 0.00234 W
Kind of launch point of the worst setup path -> input port
Clock transition at path regs -> 0.07 ns
Number of failing hold endpoints at the final stage -> 0
Finished Cell Area -> 280000 um2
Worst IR Drop VDD -> 0.0601 mV
Register with the highest flop count -> genblk2.fifo.fifo_data
Hold Path Class -> reg -> reg
Critical path start-end classification -> in -> async
Longest individual stage delay on the worst path -> 0.69 ns
Required time reported for the critical path endpoint -> 49.48 ns
Final setup slack of the worst path -> 35.78 ns
WP data arrival -> 13.70 ns
Tool warnings -> 77
Max reg flops -> 2944
Post-route setup TNS -> 0 ns
Cell type with the largest total area -> sky130_fd_sc_hd__edfxtp_1
Cell area after technology mapping -> 246000 um2
Commonest non-fill, non-tap cells in the layout -> sky130_fd_sc_hd__edfxtp_1 (4736), sky130_fd_sc_hd__mux4_2 (960), sky130_fd_sc_hd__dfrtp_1 (847)
Fraction of synthesis flops using an asynchronous set or reset pin -> 15.5%
## critical path: cells and delay by family
| kind | cells | cell delay [ns] |
|---|---|---|
| buf+inv | 6 | 3.76 |
## Yosys cell counts (28+ instances only)
master / instances
sky130_fd_sc_hd__nand4_1: 298
sky130_fd_sc_hd__ha_1: 811
sky130_fd_sc_hd__inv_1: 838
sky130_fd_sc_hd__mux2i_1: 780
sky130_fd_sc_hd__dfrtp_1: 883
sky130_fd_sc_hd__a22o_1: 160
sky130_fd_sc_hd__a221oi_1: 197
sky130_fd_sc_hd__buf_1: 176
sky130_fd_sc_hd__o21ai_0: 352
sky130_fd_sc_hd__o211ai_1: 33
sky130_fd_sc_hd__mux2_2: 33
sky130_fd_sc_hd__a2111oi_0: 83
sky130_fd_sc_hd__o221ai_1: 158
sky130_fd_sc_hd__a31oi_1: 181
sky130_fd_sc_hd__xor2_1: 36
sky130_fd_sc_hd__dfxtp_1: 65
sky130_fd_sc_hd__nor2_1: 782
sky130_fd_sc_hd__o211a_1: 171
sky130_fd_sc_hd__a211oi_1: 29
sky130_fd_sc_hd__a22oi_1: 634
sky130_fd_sc_hd__nand3_1: 314
sky130_fd_sc_hd__a21o_1: 201
sky130_fd_sc_hd__nor4_1: 46
sky130_fd_sc_hd__a21oi_1: 789
sky130_fd_sc_hd__nor3_1: 42
sky130_fd_sc_hd__and2_1: 28
sky130_fd_sc_hd__nand2_1: 734
sky130_fd_sc_hd__mux4_2: 960
sky130_fd_sc_hd__buf_2: 112
sky130_fd_sc_hd__edfxtp_1: 4736
sky130_fd_sc_hd__nor2b_1: 75
sky130_fd_sc_hd__clkbuf_1: 703
## kinds of logic after synthesis
| family | count (synthesis) | share of synthesized area, % |
|---|---|---|
| and+or+nand+nor | 2417 | 4.47 |
| AOI/OAI and AO/OA | 3110 | 8.78 |
| adders and majority gates | 811 | 4.13 |
| muxes | 1773 | 12.1 |
| xor gates and xnor gates | 54 | 0.192 |
| buffers and inverters | 1837 | 2.88 |
| DFF | 5685 | 67.4 |
## per-layer routing
| metal | share of wire (%) | routed length [um] | track usage [%] |
|---|---|---|---|
| met1 | 34 | 240000 | 20.5 |
| met2 | 46 | 323000 | 27.0 |
| met5 | 0.31 | 2190 | 2.09 |
| met3 | 16 | 111000 | 12.6 |
| met4 | 4.2 | 29600 | 5.56 |
## area by class of cell
| cell class | instances | area, um2 | area share [%] |
|---|---|---|---|
| sequential | 5685 | 166000 | 59.2 |
| multi-input combinational | 8165 | 74600 | 26.6 |
| clock buffer | 682 | 14500 | 5.17 |
| tap | 10900 | 13600 | 4.85 |
| timing repair buffer | 588 | 4680 | 1.67 |
| clock inverter | 334 | 3630 | 1.30 |
| inverter | 839 | 3160 | 1.13 |
| antenna | 10 | 25.0 | 0.00894 |
## power by group through the flow
stage | registers [W] | logic, W | clock network [W]
after CTS | 0.00545 | 0.000486 | 0.00439
after global routing | 0.00545 | 0.000537 | 0.00458
final | 0.00545 | 0.000516 | 0.00432
## through the flow
step / total power [W] / hold WS (ns) / instances
floorplan: 0.00577 / 0.310 / 15700
global placement: 0.00604 / 0.317 / 26100
detailed placement: 0.00604 / 0.313 / 26100
CTS: 0.0103 / 0.0664 / 27100
global route: 0.0106 / 0.0833 / 27200
finish: 0.0103 / 0.118 / 27200
## worst paths after layout
check                                      start                           endpoint  slack (ns)  cells after the start
max                                        rst_n  genblk1[3].genblk1[0].pe.psum[18]       35.78                      6
min                             control.rd_en[4]                  control.out_valid        0.12                      0
max reg2reg                pool_buffer.wr_ptr[2]      pool_buffer.fifo_data[26][17]       44.10                      9
min reg2reg                     control.rd_en[4]                  control.out_valid        0.12                      0
max in group clk1                          rst_n       pool_buffer.fifo_data[1][18]       36.52                      5
max in group clk0               control.end_pool                           end_pool       36.89                      1
min in group clk0               control.wr_en[2]             genblk2[2].fifo.reg_we        0.33                      0
min in group asynchronous                  rst_n  genblk1[4].genblk1[3].pe.psum[20]        9.05                      1
Power is estimated from default activity; no workload was simulated.
